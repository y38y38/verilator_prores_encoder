## flow/run.sh

```bash
#!/bin/bash
# OpenROAD 26Q1-2900-gdf79404cd8, Yosys 0.63+post, stock flow scripts
make -C /OpenROAD-flow-scripts/flow DESIGN_CONFIG=/design/flow/config.mk WORK_HOME=/design/flow/orfs finish
```

## flow/constraint.sdc

```tcl
current_design entropy_encode_ac_level_coefficients

set clk_period 8.5
set clk_io_pct 0.2

create_clock -name clk0 -period $clk_period [get_ports {clk}]

set non_clock_inputs [all_inputs -no_clocks]
set_input_delay [expr $clk_period * $clk_io_pct] -clock clk0 $non_clock_inputs
set_output_delay [expr $clk_period * $clk_io_pct] -clock clk0 [all_outputs]
```

## flow/config.mk

```make
export PLATFORM = sky130hd
export DESIGN_NAME = entropy_encode_ac_level_coefficients
export DESIGN_NICKNAME = entropy_encode_ac_level_coefficients
export VERILOG_FILES = /design/flow/design.v
export SDC_FILE = /design/flow/constraint.sdc
export NUM_CORES = 4
export LEC_CHECK = 1
export CORE_UTILIZATION = 50
```

## flow/design.v

```verilog
localparam MAX_BLOCK_NUM = 32'd32;
localparam MAX_PIXEL_NUM =	32'd64;
localparam BYTE_PER_PIXEL =	32'd2;
`timescale 1ns / 1ps
module entropy_encode_ac_level_coefficients(
	input clk,
	input reset_n,
	input wire input_valid,
	input  signed [31:0]  Coeff,
	output reg output_valid,
	output reg [31:0] sum_n_n,
	output reg [31:0] codeword_length_n_n
);
reg [31:0] Coeff_n;
reg [31:0] output_enable; 
reg [31:0] sum;
reg [31:0] codeword_length;
reg [31:0] sum_n;
reg [31:0] codeword_length_n;
reg [31:0] previousLevel;
reg signed [31:0] abs_level_minus_1;
reg signed [31:0] abs_level_minus_1_n;
reg [1:0] is_add_setbit;
reg [2:0] k;
reg [31:0] q;
reg first;
reg is_minus;
reg is_minus_n;
always @(posedge clk, negedge reset_n) begin
	if (!reset_n) begin
		is_minus <= 1'b0;
	end else begin
		if (Coeff != 0) begin
			if (Coeff < 0) begin
				is_minus <= 1'b1;
			end else begin
				is_minus <= 1'b0;
			end
		end 
		is_minus_n <= is_minus;
	end
end
reg valid_1clk;
always @(posedge clk, negedge reset_n) begin
	if (!reset_n) begin
		abs_level_minus_1 <= 32'h0;
		Coeff_n <= 32'h1;
	end else begin
		if (Coeff != 0) begin
			if (Coeff[31] != 1'b1) begin
				abs_level_minus_1 <= Coeff - 1; 
			end else begin
				abs_level_minus_1 <=  (~(Coeff - 1)) - 1;
			end
			Coeff_n <= 32'h1;
			valid_1clk <= input_valid;
		end else begin
			Coeff_n <= 32'h0;
			valid_1clk <= 1'b0;
		end
	end
end
reg exp_golomb_code_valid;
reg rice_golomb_code_valid;
reg valid_2clk;
always @(posedge clk, negedge reset_n) begin
	if (!reset_n) begin
		previousLevel <= 32'h1;
		exp_golomb_code_valid <= 1'b0;
		rice_golomb_code_valid <= 1'b0;
		abs_level_minus_1_n <= 32'h0;
		first <=1'b1;
		valid_2clk <= 1'b0;
	end else begin
		valid_2clk <= valid_1clk;
		if (first) begin
			previousLevel <= 32'h1;
			rice_golomb_code_valid <= 1'b0;
			exp_golomb_code_valid <= 1'b0;
			first <=1'b0;
		end else if (Coeff_n == 32'h0) begin
			rice_golomb_code_valid <= 1'b0;
			exp_golomb_code_valid <= 1'b0;
		end else begin
			if (previousLevel == 0)  begin
				if (abs_level_minus_1 < 3) begin
			rice_golomb_code_valid <= valid_1clk;
			exp_golomb_code_valid <= 1'b0;
					is_add_setbit<=2'h0;
					k <= 0;
					abs_level_minus_1_n <= abs_level_minus_1;
				end else begin
			rice_golomb_code_valid <= 1'b0;
			exp_golomb_code_valid <= valid_1clk;
					is_add_setbit<=2'h3;
					k <= 2;
					abs_level_minus_1_n <= abs_level_minus_1 - 3;
				end
			end else if (previousLevel == 1) begin
				if (abs_level_minus_1 < 2) begin
			rice_golomb_code_valid <= valid_1clk;
			exp_golomb_code_valid <= 1'b0;
					is_add_setbit<=2'h0;
					k <= 0;
					abs_level_minus_1_n <= abs_level_minus_1;
				end else begin
			rice_golomb_code_valid <= 1'b0;
			exp_golomb_code_valid <= valid_1clk;
					is_add_setbit<=2'h2;
					k <= 1;
					abs_level_minus_1_n <= abs_level_minus_1 - 2;
				end
			end else if ((previousLevel == 2)) begin
				if (abs_level_minus_1 < 3) begin
			rice_golomb_code_valid <= valid_1clk;
			exp_golomb_code_valid <= 1'b0;
					is_add_setbit<=2'h0;
					k <= 0;
					abs_level_minus_1_n <= abs_level_minus_1;
				end else begin
			rice_golomb_code_valid <= 1'b0;
			exp_golomb_code_valid <= valid_1clk;
					is_add_setbit<=2'h3;
					k <= 1;
					abs_level_minus_1_n <= abs_level_minus_1 - 3;
				end
			end else if (previousLevel == 3) begin
			rice_golomb_code_valid <= 1'b0;
			exp_golomb_code_valid <= valid_1clk;
				is_add_setbit <= 2'h0;
				k <= 0;
				abs_level_minus_1_n <= abs_level_minus_1;
			end else if ((previousLevel >= 4) && (previousLevel <= 7)) begin
			rice_golomb_code_valid <= 1'b0;
			exp_golomb_code_valid <= valid_1clk;
				is_add_setbit <= 2'h0;
				k <= 1;
				abs_level_minus_1_n <= abs_level_minus_1;
			end else begin
			rice_golomb_code_valid <= 1'b0;
			exp_golomb_code_valid <= valid_1clk;
				is_add_setbit <= 2'h0;
				k <= 2;
				abs_level_minus_1_n <= abs_level_minus_1;
			end
			previousLevel <= abs_level_minus_1;
		end
	end
end
wire rice_output_valid;
wire exp_output_valid;
wire [31:0] exp_golomb_sum;
wire [31:0] exp_golomb_codeword_length;
reg valid_3clk;
reg valid_4clk;
exp_golomb_code exp_golomb_code_inst(
	.reset_n(reset_n),
	.clk(clk),
	.input_valid(exp_golomb_code_valid),
	.val(abs_level_minus_1_n),
	.is_add_setbit(is_add_setbit),
	.k(k),
	.is_ac_level(1),
	.is_ac_minus_n(is_minus_n),
	.output_valid(exp_output_valid),
	.sum_n(exp_golomb_sum),
	.codeword_length(exp_golomb_codeword_length)
);
wire [31:0] rice_sum;
wire [31:0] rice_codeword_length;
golomb_rice_code golomb_rice_code_inst(
	.reset_n(reset_n),
	.clk(clk),
	.input_valid(rice_golomb_code_valid),
	.k(k),
	.val(abs_level_minus_1_n),
	.is_ac_level(1),
	.is_minus_n(is_minus_n),
	.output_valid(rice_output_valid),
	.sum_n(rice_sum),
	.codeword_length(rice_codeword_length)
);
always @(posedge clk, negedge reset_n) begin
	if (!reset_n) begin
		sum_n_n <= 32'h0;
		codeword_length_n_n <= 32'h0;
	end else begin
		if (rice_output_valid == 1'b1) begin
			sum_n_n <= rice_sum;
			codeword_length_n_n <= rice_codeword_length; 
			output_valid <= 1'b1;
		end else if (exp_output_valid == 1'b1) begin
			sum_n_n <= exp_golomb_sum;
			codeword_length_n_n <= exp_golomb_codeword_length;
			output_valid <= 1'b1;
		end else  begin
			sum_n_n <= 0;
			codeword_length_n_n <= 0;
			output_valid <= 1'b0;
		end
	end
end
endmodule
`timescale 1ns / 1ps
module exp_golomb_code(
	input reset_n,
	input clk,
	input input_valid,
	input [31:0] val,
	input [1:0] is_add_setbit,
	input [2:0]k,
	input is_ac_level,
	input is_ac_minus_n,
	output wire output_valid,
	output reg [31:0] sum_n,
	output reg [31:0] codeword_length
);
reg [31:0] sum;
reg [31:0] q;
reg  [1:0] is_add_setbit_n;
reg [2:0] k_n;
reg is_ac_level_n;
reg valid_1clk;
always @(posedge clk, negedge reset_n) begin
	if (!reset_n) begin
		valid_1clk <= 1'b0;
	end else begin
		valid_1clk <= input_valid;
	end
end
always @(posedge clk, negedge reset_n) begin
	if (!reset_n) begin
		k_n <= 3'h0;
		is_add_setbit_n <= 2'h0;
		is_ac_level_n <= 1'b0;
	end else begin
		k_n <= k;
		is_add_setbit_n <= is_add_setbit;
		is_ac_level_n <= is_ac_level;
	end
end
always @(posedge clk, negedge reset_n) begin
	if (!reset_n) begin
		valid_1clk <= 1'b0;
	end else begin
		if (is_ac_level) begin
			if (is_ac_minus_n) begin
				sum <= (val + (1<<k))<<1|1; 
			end else begin
				sum <= (val + (1<<k))<<1|0;
			end
		end else begin
			sum <= (val + (1<<k));
		end
	end
end
always @(posedge clk, negedge reset_n) begin
	if(!reset_n) begin
		q <= 32'h0;
	end else begin
		casez(val + (1<<(k)))
			32'b1zzz_zzzz_zzzz_zzzz_zzzz_zzzz_zzzz_zzzz: q <= 32'h00_001f - {29'h0, k}; 
			32'b01zz_zzzz_zzzz_zzzz_zzzz_zzzz_zzzz_zzzz: q <= 32'h00_001e - {29'h0,k};
			32'b001z_zzzz_zzzz_zzzz_zzzz_zzzz_zzzz_zzzz: q <= 32'h00_001d - {29'h0,k};
			32'b0001_zzzz_zzzz_zzzz_zzzz_zzzz_zzzz_zzzz: q <= 32'h00_001c - {29'h0,k};
			32'b0000_1zzz_zzzz_zzzz_zzzz_zzzz_zzzz_zzzz: q <= 32'h00_001b - {29'h0,k};
			32'b0000_01zz_zzzz_zzzz_zzzz_zzzz_zzzz_zzzz: q <= 32'h00_001a - {29'h0,k};
			32'b0000_001z_zzzz_zzzz_zzzz_zzzz_zzzz_zzzz: q <= 32'h00_0019 - {29'h0,k};
			32'b0000_0001_zzzz_zzzz_zzzz_zzzz_zzzz_zzzz: q <= 32'h00_0018 - {29'h0,k};
			32'b0000_0000_1zzz_zzzz_zzzz_zzzz_zzzz_zzzz: q <= 32'h00_0017 - {29'h0,k};
			32'b0000_0000_01zz_zzzz_zzzz_zzzz_zzzz_zzzz: q <= 32'h00_0016 - {29'h0,k};
			32'b0000_0000_001z_zzzz_zzzz_zzzz_zzzz_zzzz: q <= 32'h00_0015 - {29'h0,k};
			32'b0000_0000_0001_zzzz_zzzz_zzzz_zzzz_zzzz: q <= 32'h00_0014 - {29'h0,k};
			32'b0000_0000_0000_1zzz_zzzz_zzzz_zzzz_zzzz: q <= 32'h00_0013 - {29'h0,k};
			32'b0000_0000_0000_01zz_zzzz_zzzz_zzzz_zzzz: q <= 32'h00_0012 - {29'h0,k};
			32'b0000_0000_0000_001z_zzzz_zzzz_zzzz_zzzz: q <= 32'h00_0011 - {29'h0,k};
			32'b0000_0000_0000_0001_zzzz_zzzz_zzzz_zzzz: q <= 32'h00_0010 - {29'h0,k};
			32'b0000_0000_0000_0000_1zzz_zzzz_zzzz_zzzz: q <= 32'h00_000f - {29'h0,k};
			32'b0000_0000_0000_0000_01zz_zzzz_zzzz_zzzz: q <= 32'h00_000e - {29'h0,k};
			32'b0000_0000_0000_0000_001z_zzzz_zzzz_zzzz: q <= 32'h00_000d - {29'h0,k};
			32'b0000_0000_0000_0000_0001_zzzz_zzzz_zzzz: q <= 32'h00_000c - {29'h0,k};
			32'b0000_0000_0000_0000_0000_1zzz_zzzz_zzzz: q <= 32'h00_000b - {29'h0,k};
			32'b0000_0000_0000_0000_0000_01zz_zzzz_zzzz: q <= 32'h00_000a - {29'h0,k};
			32'b0000_0000_0000_0000_0000_001z_zzzz_zzzz: q <= 32'h00_0009 - {29'h0,k};
			32'b0000_0000_0000_0000_0000_0001_zzzz_zzzz: q <= 32'h00_0008 - {29'h0,k};
			32'b0000_0000_0000_0000_0000_0000_1zzz_zzzz: q <= 32'h00_0007 - {29'h0,k};
			32'b0000_0000_0000_0000_0000_0000_01zz_zzzz: q <= 32'h00_0006 - {29'h0,k};
			32'b0000_0000_0000_0000_0000_0000_001z_zzzz: q <= 32'h00_0005 - {29'h0,k};
			32'b0000_0000_0000_0000_0000_0000_0001_zzzz: q <= 32'h00_0004 - {29'h0,k};
			32'b0000_0000_0000_0000_0000_0000_0000_1zzz: q <= 32'h00_0003 - {29'h0,k};
			32'b0000_0000_0000_0000_0000_0000_0000_01zz: q <= 32'h00_0002 - {29'h0,k};
			32'b0000_0000_0000_0000_0000_0000_0000_001z: q <= 32'h00_0001 - {29'h0,k};
			32'b0000_0000_0000_0000_0000_0000_0000_0001: q <= 32'h00_0000 - {29'h0,k};
			32'b0000_0000_0000_0000_0000_0000_0000_0000: q <= 32'h00_0000 - {29'h0,k};
		endcase
	end
end
reg valid_2clk;
always @(posedge clk, negedge reset_n) begin
	if (!reset_n) begin
		valid_2clk <= 1'b0;
	end else begin
		valid_2clk <= valid_1clk;
	end
end
always @(posedge clk, negedge reset_n) begin
	if (!reset_n) begin
		sum_n <= 32'h0;
	end else begin
		sum_n <= sum;
	end
end
always @(posedge clk, negedge reset_n) begin
	if (!reset_n) begin
	end else begin
		if (is_ac_level_n) begin
			codeword_length <= (2 * q) + {29'h0, k_n} + 2 + {30'h0, is_add_setbit_n}; 
		end else begin
			codeword_length <= (2 * q) + {29'h0,k_n} + 1 + {30'h0,is_add_setbit_n};
		end
	end
end
assign output_valid = valid_2clk;
endmodule
`timescale 1ns / 1ps
module golomb_rice_code(
	input reset_n,
	input clk,
	input input_valid,
	input [2:0] k,
	input [31:0] val,
	input is_ac_level,
	input is_minus_n,
	output wire output_valid,
	output reg [31:0] sum_n,
	output reg [31:0] codeword_length
 );
 reg is_minus_n_n;
 reg is_ac_level_n;
 reg [31:0] q;
 reg  [2:0] k_n;
 reg [31:0] sum;
always @(posedge clk, negedge reset_n) begin
	if (!reset_n) begin
		is_minus_n_n <= 1'b0;
		is_ac_level_n <= 1'b0;
	end else begin
		is_minus_n_n <= is_minus_n;
		is_ac_level_n <= is_ac_level;		
	end
end
reg valid_2clk;
always @(posedge clk, negedge reset_n) begin
	if (!reset_n) begin
		sum_n <= 32'h0;
		k_n <= 3'h0;
		valid_2clk <= 1'b0;
	end else begin
		if (k_n!= 0) begin
			sum_n <= sum;
		end
		k_n <= k;
		valid_2clk <= valid_1clk;
	end
end
assign output_valid = valid_2clk;
reg valid_1clk;
always @(posedge clk, negedge reset_n) begin
	if (!reset_n) begin
		sum <= 32'h0;
		valid_1clk <= 1'b0;
	end else begin
		q <= val >> k;
		if (k != 0) begin
			if (is_ac_level) begin
				if (is_minus_n) begin
					sum <= (((1<<k) | (val & ((1<<k) - 1))) << 1)|1;
				end else begin
					sum <= (((1<<k) | (val & ((1<<k) - 1))) << 1)|0;
				end
			end else begin
				sum <= (1<<k) | (val & ((1<<k) - 1));
			end
		end
		valid_1clk <= input_valid;
	end
end
always @(posedge clk, negedge reset_n) begin
	if (!reset_n) begin
		codeword_length <= 32'h0;
	end else begin
		if (k_n==0) begin
			if (is_ac_level_n) begin
				if (is_minus_n_n) begin
					sum_n <= 3;
				end else begin
					sum_n <= 2;
				end
				codeword_length <= q + 2;
			end else begin
				sum_n <= 1;
				codeword_length <= q + 1;
			end
		end else begin
			if (is_ac_level_n) begin
				codeword_length <= q + 2 + {29'h0, k_n};
			end else begin
				codeword_length <= q + 1 + {29'h0, k_n};
			end
		end
	end
end
endmodule
```

==> results.yml <==
# physical design summary
synth:
  yosys_area_sq_um: 12400
  ys_warn_count: 5
  ys_cells: 1235
  synth-async-reset-ratio_pct: 81.9
  synth-edff-count: 39
  synthFlopType: "dfrtp_1"
  ys_ff: 215
  synth.distinct_cells: 84
  ys_seq_share_pct: 45.0
outcome:
  status: "aborted with a tool error"
  lastStage: "synthesis"
  error: "ERROR: Found 2 problems in 'check -assert'."
==> synthesized netlist by cell type, drive strengths merged, types with 19 or more instances <==
cell type / number / area, sq um
dfrtp: 174 / 4350
nor2: 128 / 480
nand2: 109 / 409
xnor2: 73 / 639
o21ai: 66 / 330
clkbuf: 50 / 218
buf: 44 / 317
and2: 41 / 257
mux2i: 40 / 400
edfxtp: 39 / 1170
xor2: 36 / 330
nor3: 35 / 175
nand3: 33 / 165
nor4: 31 / 200
a21oi: 30 / 150
mux4: 28 / 631
or3: 19 / 131
==> cell families after synthesis <==
family | Yosys count | share of synthesized area (%)
compound gates | 196 | 10.5
buf+inv | 111 | 4.83
fa+ha+maj | 10 | 1.07
mux | 75 | 8.96
flops | 215 | 45.0
xor+xnor | 109 | 7.83
other cells | 2 | 0.0606
simple gates | 517 | 21.8
