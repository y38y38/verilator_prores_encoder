`config.mk`:
```
export PLATFORM = sky130hd
export DESIGN_NAME = entropy_encode_dc_coefficients
export DESIGN_NICKNAME = entropy_encode_dc_coefficients
export VERILOG_FILES = /design/flow/design.v
export SDC_FILE = /design/flow/constraint.sdc
export NUM_CORES = 4
export LEC_CHECK = 1
export CORE_UTILIZATION = 40
```
`constraint.sdc`:
```
current_design entropy_encode_dc_coefficients

set clk_period 13.1
set clk_io_pct 0.2

create_clock -name clk0 -period $clk_period [get_ports {clk}]

set non_clock_inputs [all_inputs -no_clocks]
set_input_delay [expr $clk_period * $clk_io_pct] -clock clk0 $non_clock_inputs
set_output_delay [expr $clk_period * $clk_io_pct] -clock clk0 [all_outputs]
```
`design.v`:
```
localparam MAX_BLOCK_NUM = 32'd32;
localparam MAX_PIXEL_NUM =	32'd64;
localparam BYTE_PER_PIXEL =	32'd2;
`timescale 1ns / 1ps
module entropy_encode_dc_coefficients(
	input clk,
	input reset_n,
	input [31:0] DcCoeff,
output reg [31:0] sum_n_n,
output reg [31:0] codeword_length_n
);
reg [31:0] previousDCDiff;
reg [31:0] sum;
reg [31:0] sum_n;
wire [31:0] LENGTH;
reg [31:0] pppp;
reg [31:0] abs_previousDCDiff;
reg [31:0] abs_previousDCDiff_next; 
reg [31:0] abs_previousDCDiff_next_next; 
reg [31:0] previousDCCoeff;
reg [31:0] dc_coeff_difference; 
reg [31:0] val;
reg [31:0] val_n;
reg [1:0] is_expo_golomb_code;
reg [1:0] is_expo_golomb_code_n;
reg [1:0] is_expo_golomb_code_n_n;
reg [1:0] is_add_setbit;
reg [1:0] is_add_setbit_n;
reg [2:0] k;
reg [2:0] k_n;
reg [31:0] q = 32'h0;
reg [31:0] codeword_length = 32'h0;
reg first_diff;
always @(posedge clk) begin
	if (!reset_n) begin
		first_diff <= 1;
		previousDCCoeff <= 32'h0;
	end else begin
		previousDCCoeff <= DcCoeff;
	end
end
always @(posedge clk) begin
	if (!reset_n) begin
		dc_coeff_difference <= 32'h0;
		val <= 32'h0;
		previousDCDiff <= 32'h3;
	end else begin
		if (previousDCDiff[31] == 1'b0) begin
			dc_coeff_difference <= DcCoeff - previousDCCoeff;
		end else begin
			dc_coeff_difference <= (~(DcCoeff - previousDCCoeff)) + 1;
		end
		if (dc_coeff_difference[31] != 1'b1) begin
			val <= dc_coeff_difference << 1;
		end else begin
			val <= ((~(dc_coeff_difference - 1)) << 1) -1;
		end
		if (first_diff) begin
			previousDCDiff <= 3;
			first_diff <=0;
		end else begin
			previousDCDiff <= DcCoeff - previousDCCoeff;
		end
	end
end
always @(posedge clk ) begin
	if (!reset_n) begin
		abs_previousDCDiff <= 32'h0;
	end else begin
		if (previousDCDiff[31] != 1'b1) begin
			abs_previousDCDiff <= previousDCDiff;
		end else begin
			abs_previousDCDiff <= (~(previousDCDiff - 1));
		end
		abs_previousDCDiff_next <= abs_previousDCDiff;
		abs_previousDCDiff_next_next <= abs_previousDCDiff_next;
	end
end
reg first;
reg first_n;
reg first_n_n;
always @(posedge clk, negedge reset_n) begin
	if (!reset_n) begin
		first <= 1'b1;
	end else begin
		first <=0;
		first_n <=first;
		first_n_n <= first_n;
	end
end
always @(posedge clk, negedge reset_n) begin
	if (!reset_n) begin
		is_expo_golomb_code <= 2'b10;
		is_add_setbit <= 2'b0;
		k <= 3'h0;
		val_n <= 32'h0;
	end else begin
		if (first_n_n == 1'b1) begin
			is_expo_golomb_code <= 2'b01;
			is_add_setbit <= 2'b0;
			k <= 5;
			val_n <= val;
		end else if (abs_previousDCDiff_next == 0) begin
			is_expo_golomb_code <= 2'b01;
			is_add_setbit <= 2'b0;
			k <= 0;
			val_n <= val;
		end else if (abs_previousDCDiff_next == 1) begin
			is_expo_golomb_code <= 2'b01;
			is_add_setbit <= 2'b0;
			k <= 1;
			val_n <= val;
		end else if (abs_previousDCDiff_next== 2) begin
			if (val < 8) begin
				is_expo_golomb_code <= 2'b00;
				is_add_setbit <= 2'b0;
				k <= 2;
				val_n <= val;
			end else begin
				is_expo_golomb_code <= 2'b01;
				is_add_setbit <= 2'b10;
				k <= 3;
				val_n <= val -8;
			end
		end else begin
			is_expo_golomb_code <= 2'b01;
			is_add_setbit <= 2'b0;
			k <= 3;
			val_n <= val;
		end
	end
end
always @(posedge clk, negedge reset_n) begin
	if (!reset_n) begin
		is_expo_golomb_code_n <= 2'b10;
	end else begin
		is_expo_golomb_code_n <= is_expo_golomb_code;
	end
end
assign LENGTH = codeword_length;
wire [31:0] exp_golomb_sum;
wire [31:0] exp_golomb_codeword_length;
exp_golomb_code exp_golomb_code_inst(
	.reset_n(reset_n),
	.clk(clk),
	.val(val_n),
	.is_add_setbit(is_add_setbit),
	.k(k),
	.is_ac_level(0),
	.is_ac_minus_n(0),
	.sum_n(exp_golomb_sum),
	.codeword_length(exp_golomb_codeword_length)
);
wire [31:0] rice_sum;
wire [31:0] rice_codeword_length;
golomb_rice_code golomb_rice_code_inst(
	.reset_n(reset_n),
	.clk(clk),
	.k(k),
	.val(val_n),
	.is_ac_level(0),
	.is_minus_n(0),
	.sum_n(rice_sum),
	.codeword_length(rice_codeword_length)
);
always @(posedge clk, negedge reset_n) begin
	if (!reset_n) begin
		is_expo_golomb_code_n_n <= 2'b00;
	end else begin
		is_expo_golomb_code_n_n <= is_expo_golomb_code_n;
	end
end
always @(posedge clk, negedge reset_n) begin
	if (!reset_n) begin
		sum_n_n <= 32'h0;
		codeword_length_n <= 32'h0;
	end else begin
		if (is_expo_golomb_code_n_n == 2'b00) begin
			sum_n_n <= rice_sum;
			codeword_length_n <= rice_codeword_length;
		end else if (is_expo_golomb_code_n_n == 2'b01) begin
			sum_n_n <= exp_golomb_sum;
			codeword_length_n <= exp_golomb_codeword_length;
		end else if (is_expo_golomb_code_n_n == 2'b10) begin
			sum_n_n <= sum_n;
			codeword_length_n <= codeword_length;
		end
	end
end
always @(posedge clk, negedge reset_n) begin
	if (!reset_n) begin
	end else begin
		if (is_expo_golomb_code == 2'b10) begin
			codeword_length <= 32'h0;
			sum <= 32'h0;
		end
	end
end
endmodule
`timescale 1ns / 1ps
module exp_golomb_code(
	input reset_n,
	input clk,
	input input_valid,
	input [31:0] val,
	input [1:0] is_add_setbit,
	input [2:0]k,
	input is_ac_level,
	input is_ac_minus_n,
	output wire output_valid,
	output reg [31:0] sum_n,
	output reg [31:0] codeword_length
);
reg [31:0] sum;
reg [31:0] q;
reg  [1:0] is_add_setbit_n;
reg [2:0] k_n;
reg is_ac_level_n;
reg valid_1clk;
always @(posedge clk, negedge reset_n) begin
	if (!reset_n) begin
		valid_1clk <= 1'b0;
	end else begin
		valid_1clk <= input_valid;
	end
end
always @(posedge clk, negedge reset_n) begin
	if (!reset_n) begin
		k_n <= 3'h0;
		is_add_setbit_n <= 2'h0;
		is_ac_level_n <= 1'b0;
	end else begin
		k_n <= k;
		is_add_setbit_n <= is_add_setbit;
		is_ac_level_n <= is_ac_level;
	end
end
always @(posedge clk, negedge reset_n) begin
	if (!reset_n) begin
		valid_1clk <= 1'b0;
	end else begin
		if (is_ac_level) begin
			if (is_ac_minus_n) begin
				sum <= (val + (1<<k))<<1|1; 
			end else begin
				sum <= (val + (1<<k))<<1|0;
			end
		end else begin
			sum <= (val + (1<<k));
		end
	end
end
always @(posedge clk, negedge reset_n) begin
	if(!reset_n) begin
		q <= 32'h0;
	end else begin
		casez(val + (1<<(k)))
			32'b1zzz_zzzz_zzzz_zzzz_zzzz_zzzz_zzzz_zzzz: q <= 32'h00_001f - {29'h0, k}; 
			32'b01zz_zzzz_zzzz_zzzz_zzzz_zzzz_zzzz_zzzz: q <= 32'h00_001e - {29'h0,k};
			32'b001z_zzzz_zzzz_zzzz_zzzz_zzzz_zzzz_zzzz: q <= 32'h00_001d - {29'h0,k};
			32'b0001_zzzz_zzzz_zzzz_zzzz_zzzz_zzzz_zzzz: q <= 32'h00_001c - {29'h0,k};
			32'b0000_1zzz_zzzz_zzzz_zzzz_zzzz_zzzz_zzzz: q <= 32'h00_001b - {29'h0,k};
			32'b0000_01zz_zzzz_zzzz_zzzz_zzzz_zzzz_zzzz: q <= 32'h00_001a - {29'h0,k};
			32'b0000_001z_zzzz_zzzz_zzzz_zzzz_zzzz_zzzz: q <= 32'h00_0019 - {29'h0,k};
			32'b0000_0001_zzzz_zzzz_zzzz_zzzz_zzzz_zzzz: q <= 32'h00_0018 - {29'h0,k};
			32'b0000_0000_1zzz_zzzz_zzzz_zzzz_zzzz_zzzz: q <= 32'h00_0017 - {29'h0,k};
			32'b0000_0000_01zz_zzzz_zzzz_zzzz_zzzz_zzzz: q <= 32'h00_0016 - {29'h0,k};
			32'b0000_0000_001z_zzzz_zzzz_zzzz_zzzz_zzzz: q <= 32'h00_0015 - {29'h0,k};
			32'b0000_0000_0001_zzzz_zzzz_zzzz_zzzz_zzzz: q <= 32'h00_0014 - {29'h0,k};
			32'b0000_0000_0000_1zzz_zzzz_zzzz_zzzz_zzzz: q <= 32'h00_0013 - {29'h0,k};
			32'b0000_0000_0000_01zz_zzzz_zzzz_zzzz_zzzz: q <= 32'h00_0012 - {29'h0,k};
			32'b0000_0000_0000_001z_zzzz_zzzz_zzzz_zzzz: q <= 32'h00_0011 - {29'h0,k};
			32'b0000_0000_0000_0001_zzzz_zzzz_zzzz_zzzz: q <= 32'h00_0010 - {29'h0,k};
			32'b0000_0000_0000_0000_1zzz_zzzz_zzzz_zzzz: q <= 32'h00_000f - {29'h0,k};
			32'b0000_0000_0000_0000_01zz_zzzz_zzzz_zzzz: q <= 32'h00_000e - {29'h0,k};
			32'b0000_0000_0000_0000_001z_zzzz_zzzz_zzzz: q <= 32'h00_000d - {29'h0,k};
			32'b0000_0000_0000_0000_0001_zzzz_zzzz_zzzz: q <= 32'h00_000c - {29'h0,k};
			32'b0000_0000_0000_0000_0000_1zzz_zzzz_zzzz: q <= 32'h00_000b - {29'h0,k};
			32'b0000_0000_0000_0000_0000_01zz_zzzz_zzzz: q <= 32'h00_000a - {29'h0,k};
			32'b0000_0000_0000_0000_0000_001z_zzzz_zzzz: q <= 32'h00_0009 - {29'h0,k};
			32'b0000_0000_0000_0000_0000_0001_zzzz_zzzz: q <= 32'h00_0008 - {29'h0,k};
			32'b0000_0000_0000_0000_0000_0000_1zzz_zzzz: q <= 32'h00_0007 - {29'h0,k};
			32'b0000_0000_0000_0000_0000_0000_01zz_zzzz: q <= 32'h00_0006 - {29'h0,k};
			32'b0000_0000_0000_0000_0000_0000_001z_zzzz: q <= 32'h00_0005 - {29'h0,k};
			32'b0000_0000_0000_0000_0000_0000_0001_zzzz: q <= 32'h00_0004 - {29'h0,k};
			32'b0000_0000_0000_0000_0000_0000_0000_1zzz: q <= 32'h00_0003 - {29'h0,k};
			32'b0000_0000_0000_0000_0000_0000_0000_01zz: q <= 32'h00_0002 - {29'h0,k};
			32'b0000_0000_0000_0000_0000_0000_0000_001z: q <= 32'h00_0001 - {29'h0,k};
			32'b0000_0000_0000_0000_0000_0000_0000_0001: q <= 32'h00_0000 - {29'h0,k};
			32'b0000_0000_0000_0000_0000_0000_0000_0000: q <= 32'h00_0000 - {29'h0,k};
		endcase
	end
end
reg valid_2clk;
always @(posedge clk, negedge reset_n) begin
	if (!reset_n) begin
		valid_2clk <= 1'b0;
	end else begin
		valid_2clk <= valid_1clk;
	end
end
always @(posedge clk, negedge reset_n) begin
	if (!reset_n) begin
		sum_n <= 32'h0;
	end else begin
		sum_n <= sum;
	end
end
always @(posedge clk, negedge reset_n) begin
	if (!reset_n) begin
	end else begin
		if (is_ac_level_n) begin
			codeword_length <= (2 * q) + {29'h0, k_n} + 2 + {30'h0, is_add_setbit_n}; 
		end else begin
			codeword_length <= (2 * q) + {29'h0,k_n} + 1 + {30'h0,is_add_setbit_n};
		end
	end
end
assign output_valid = valid_2clk;
endmodule
`timescale 1ns / 1ps
module golomb_rice_code(
	input reset_n,
	input clk,
	input input_valid,
	input [2:0] k,
	input [31:0] val,
	input is_ac_level,
	input is_minus_n,
	output wire output_valid,
	output reg [31:0] sum_n,
	output reg [31:0] codeword_length
 );
 reg is_minus_n_n;
 reg is_ac_level_n;
 reg [31:0] q;
 reg  [2:0] k_n;
 reg [31:0] sum;
always @(posedge clk, negedge reset_n) begin
	if (!reset_n) begin
		is_minus_n_n <= 1'b0;
		is_ac_level_n <= 1'b0;
	end else begin
		is_minus_n_n <= is_minus_n;
		is_ac_level_n <= is_ac_level;		
	end
end
reg valid_2clk;
always @(posedge clk, negedge reset_n) begin
	if (!reset_n) begin
		sum_n <= 32'h0;
		k_n <= 3'h0;
		valid_2clk <= 1'b0;
	end else begin
		if (k_n!= 0) begin
			sum_n <= sum;
		end
		k_n <= k;
		valid_2clk <= valid_1clk;
	end
end
assign output_valid = valid_2clk;
reg valid_1clk;
always @(posedge clk, negedge reset_n) begin
	if (!reset_n) begin
		sum <= 32'h0;
		valid_1clk <= 1'b0;
	end else begin
		q <= val >> k;
		if (k != 0) begin
			if (is_ac_level) begin
				if (is_minus_n) begin
					sum <= (((1<<k) | (val & ((1<<k) - 1))) << 1)|1;
				end else begin
					sum <= (((1<<k) | (val & ((1<<k) - 1))) << 1)|0;
				end
			end else begin
				sum <= (1<<k) | (val & ((1<<k) - 1));
			end
		end
		valid_1clk <= input_valid;
	end
end
always @(posedge clk, negedge reset_n) begin
	if (!reset_n) begin
		codeword_length <= 32'h0;
	end else begin
		if (k_n==0) begin
			if (is_ac_level_n) begin
				if (is_minus_n_n) begin
					sum_n <= 3;
				end else begin
					sum_n <= 2;
				end
				codeword_length <= q + 2;
			end else begin
				sum_n <= 1;
				codeword_length <= q + 1;
			end
		end else begin
			if (is_ac_level_n) begin
				codeword_length <= q + 2 + {29'h0, k_n};
			end else begin
				codeword_length <= q + 1 + {29'h0, k_n};
			end
		end
	end
end
endmodule
```
`run.sh`:
```
#!/bin/bash
# OpenROAD 26Q1-2900-gdf79404cd8, Yosys 0.63+post, stock flow scripts
make -C /OpenROAD-flow-scripts/flow DESIGN_CONFIG=/design/flow/config.mk WORK_HOME=/design/flow/orfs finish
```
==> qor.yml <==
worstPathRequired_ns: 13.57
finalMaxSlewViolations: 0
syn-cell-area_sq_mm: 0.0243
regArea_sq_mm: 0.0113
cp_data_arrival_time_ns: 6.86
ys_seq_share: 0.463
synth-async-reset-ratio: 0.393
path_class: "input port to flip-flop"
clk_pin_slew_ns: 0.06
die_w_um: 249
hold_viol: 0
top_cells_by_count: "223 x nor2_1, 196 x nand2_1, 178 x dfrtp_1, 160 x dfxtp_1, 132 x o21ai_0"
mi_logic_area_sq_mm: 0.0122
startpoint_type: "input port"
chip_area_sq_mm: 0.0618
gp_congestion: 0.954
fp_util: 0.408
setup_ws_ns: 6.70
fin_skew_ns: 0.0206
antenna_found_initial: 0
post_cts_buffers: 0
netlist_instances: 2487
synth_top_area_share: 0.183
cts.repair.resized: 0
dominantRegCellSynth: "dfrtp_1"
ant_nets: 0
yosys_area_sq_mm: 0.0243
overflow: 0
p_leak_uw: 0.0112
setup_viol: 0
placed_cells: 3262
die.size.y_um: 249
worst_slew_pin_slew_ns: 0.857
areaGrowthSynthToFinish_pct: 13.5
insertion_delay_ns: 0.59
diodes: 0
wl_per_cell_um: 17.4
final_cells: 3355
drt_iter0_drc: 975
top_area_cell: "dfrtp_1"
grt_usage: 0.198
fin_crit_sh: 0.488
warnings: 36
fmax_ghz: 0.156
wl_um: 58500
grt_pass1_vias: 17400
coreArea_sq_mm: 0.0596
power_density_mw_per_mm2: 155
period_needed_ns: 6.40
top_level_ports: 98
crit_path_end_kind: "flip-flop"
clock-sinks: 458
numPortBuffers: 97
setup_tns_ns: 0
placementRows: 89
cts_tree: "yes"
ys_ff: 458
slew_headroom: 0.423
vias: 18100
avgSynthCellArea_sq_um: 9.77
most_common_cell: "nor2_1"
rsz0062_at_grt: "no"
dpl.hpwl_um: 44100
yosys_warnings: 104
drc: 0
grt_pass1_wl_um: 95100
synth.distinct_cells: 88
cts_root_buf: "clkbuf_16"
place_ws_ns: 6.14
yosys_cells: 2487
grt_max_degree: 102
cts.path.max_buffers: 3
hold_buffers: 0
n_fill_cell: 5380
topCellsByArea: "dfrtp_1 18%, edfxtp_1 15%, dfxtp_1 13%"
path_max_fanout: 7
numCtsBuffers: 50
max_cap_violations: 0
ir_drop_mv: 0.112
dr.pass1.iters: 5
htree_levels: 2
hold_class: "flip-flop to flip-flop"
edf_count: 118
viasPerCell: 5.39
status: "completed"
drive_gt1_frac: 0.0840
cell type report:
class,instances,share of cell area
multi-input cells,1796,0.441
flip-flops and latches,458,0.408
clock buffers,62,0.0488
repair buffers,123,0.0429
well taps,773,0.0350
inverters,112,0.0152
clock inverters,31,0.00893
final timing paths:
kind | startpoint | endpoint | slack, ns | depth (start not counted)
min in group asynchronous | reset_n | sum_n_n[12] | 2.01 | 1
max | DcCoeff[0] | dc_coeff_difference[28] | 6.70 | 15
min reg2reg | val[1] | val_n[1] | 0.33 | 0
max reg2reg | k[0] | exp_golomb_code_inst.q[4] | 6.72 | 18
min | val[1] | val_n[1] | 0.33 | 0
max in group asynchronous | reset_n | codeword_length_n[30] | 8.70 | 4
kinds of logic (layout without fill, tap and decap cells):
family	count (synthesis)	after routing	share of synthesized area
adders and majority gates	79	79	0.0431
AOI/OAI and AO/OA	473	473	0.131
DFF	458	458	0.463
and+or+nand+nor	900	900	0.187
buffers and inverters	233	328	0.0362
muxes	130	130	0.0632
other	1	1	0.000154
xor gates and xnor gates	213	213	0.0767
critical path, cell delays in order:
cell             delay [ns]
clkdlybuf4s50_1        0.39
inv_1                  0.07
ha_1                   0.18
inv_1                  0.06
fa_1                   0.40
a21o_1                 0.20
a221oi_2               0.41
xnor2_1                0.20
a2111oi_2              0.36
nand3b_1               0.26
nor4_1                 0.77
nand4_1                0.37
o31ai_1                0.34
xor2_1                 0.17
nor2_1                 0.05
report_power, final:
| group | switching, uW | total, uW | internal, uW |
|---|---|---|---|
| Sequential | 198 | 1900 | 1710 |
| Clock | 568 | 1340 | 775 |
| Combinational | 578 | 1020 | 447 |
cell usage in the layout (no fill, tap or decap), types with 9 or more instances in the layout:
master and count:
a211oi_1 16, a21o_1 17, a21oi_1 76, a22o_1 32, a31oi_1 23, and2_1 74
and3_1 25, buf_4 25, clkbuf_16 51, clkdlybuf4s50_1 96, clkinv_2 9, dfrtp_1 176
dfxtp_1 160, edfxtp_1 118, ha_1 71, inv_1 109, mux2_2 58, mux2i_1 59
mux4_2 13, nand2_1 196, nand2b_1 19, nand3_1 69, nand4_1 23, nor2_1 223
nor2b_1 17, nor3_1 79, nor3b_1 9, nor4_1 48, o211ai_1 26, o21a_1 13
o21ai_0 132, o31ai_1 23, o41ai_1 13, or2_2 18, or3_1 46, or4_1 18
xnor2_1 96, xor2_1 117
routing by layer:
layer	global-route usage	wire length (um)	part of all wire
met5	0	0	0
met4	0.0456	1630	0.028
met3	0.0305	2560	0.044
met2	0.330	28300	0.48
met1	0.282	26000	0.45
flip-flops by register name, summed over array words and instances, names as in the netlist, 32 cells and up:
| signal | cells |
|---|---|
| previousDCDiff | 32 |
| golomb_rice_code_inst.q | 32 |
| exp_golomb_code_inst.sum | 32 |
| sum_n_n | 32 |
| codeword_length_n | 32 |
| val | 32 |
| dc_coeff_difference | 32 |
| previousDCCoeff | 32 |
| golomb_rice_code_inst.codeword_length | 32 |
| val_n | 32 |
| abs_previousDCDiff | 32 |
| exp_golomb_code_inst.sum_n | 32 |
| abs_previousDCDiff_next | 32 |
per-stage QoR:
step / hold WS (ns) / util / total power, uW / instance area [sq um]
3_5_place_dp: 0.323 / 0.436 / 2960 / 26000
2_1_floorplan: 0.316 / - / 2590 / 24300
6_report: 0.330 / 0.463 / 4270 / 27600
5_1_grt: 0.342 / 0.463 / 4520 / 27600
3_3_place_gp: 0.324 / 0.436 / 2950 / 26000
4_1_cts: 0.330 / 0.463 / 4320 / 27600
Power is estimated from default activity; no workload was simulated.
