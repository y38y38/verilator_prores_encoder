**flow/design.v**
```verilog
localparam MAX_BLOCK_NUM = 32'd32;
localparam MAX_PIXEL_NUM =	32'd64;
localparam BYTE_PER_PIXEL =	32'd2;
`timescale 1ns / 1ps
module entropy_encode_ac_run_coefficients(
	input clk,
	input reset_n,
	input wire input_enable,
	input [31:0] Coeff,
	output reg output_valid_n,
	output reg [31:0] sum_n_n_n,
	output reg [31:0] codeword_length_n_n_n
);
reg [31:0] sum_n;
reg [31:0] sum_n_n;
reg [31:0] codeword_length;
reg [31:0] codeword_length_n;
reg [31:0] codeword_length_n_n;
reg [31:0] previousRun;
reg signed [31:0] run;
reg signed [31:0] run_n;
reg [1:0] is_add_setbit;
reg [2:0] k;
wire [31:0] exp_golomb_sum;
wire [31:0] exp_golomb_codeword_length;
wire [31:0] rice_sum;
wire [31:0] rice_codeword_length;
reg [31:0] q;
reg valid_1clk;
reg valid_2clk;
reg exp_golomb_code_valid;
reg rice_golomb_code_valid;
always @(posedge clk, negedge reset_n) begin
	if (!reset_n) begin
		previousRun <= 32'h4;
		run <= 32'h0;
		valid_1clk <= 1'h0;
		valid_2clk <= 1'h0;
		exp_golomb_code_valid <= 1'b0;
		rice_golomb_code_valid <= 1'b0;
	end else begin
		if (input_enable) begin
			if (Coeff != 0) begin
				if ((previousRun == 0) || (previousRun == 1)) begin
					if (run < 3) begin
						rice_golomb_code_valid <= input_enable;
						exp_golomb_code_valid <= 1'b0;
						is_add_setbit<=2'h0;
						k <= 0; 
						run_n <= run; 
						q = run;
					end else begin
						rice_golomb_code_valid <= 1'b0;
						exp_golomb_code_valid <= input_enable;
						is_add_setbit<=2'h3;
						k <= 1;
						run_n <= run - 3;
					end
				end else if ((previousRun == 2) || (previousRun == 3)) begin
					if (run < 2) begin
						rice_golomb_code_valid <= input_enable;
						exp_golomb_code_valid <= 1'b0;
						is_add_setbit<=2'h0;
						k <= 0;
						run_n <= run;
						q = run;
					end else begin
						rice_golomb_code_valid <= 1'b0;
						exp_golomb_code_valid <= input_enable;
						is_add_setbit<=2'h2;
						k <= 1;
						run_n <= run - 2;
					end
				end else if ((previousRun == 4)) begin
					rice_golomb_code_valid <= 1'b0;
					exp_golomb_code_valid <= input_enable;
					is_add_setbit <= 2'h0;
					k <= 0;
					run_n <= run;
				end else if ((previousRun >= 5) && (previousRun <= 8)) begin
					if (run < 4) begin
						rice_golomb_code_valid <= input_enable;
						exp_golomb_code_valid <= 1'b0;
						is_add_setbit<=2'h0;
						k <= 1;
						run_n <= run;
						q = run>>1;
					end else begin
						rice_golomb_code_valid <= 1'b0;
						exp_golomb_code_valid <= input_enable;
						is_add_setbit<=2'h2;
						k <= 2;
						run_n <= run - 4;
					end
				end else if ((previousRun >= 9) && (previousRun <= 14)) begin
					rice_golomb_code_valid <= 1'b0;
					exp_golomb_code_valid <= input_enable;
					is_add_setbit <= 2'h0;
					k <= 1;
					run_n <= run;
				end else begin
					rice_golomb_code_valid <= 1'b0;
					exp_golomb_code_valid <= input_enable;
					is_add_setbit <= 2'h0;
					k <= 2;
					run_n <= run;
				end
				previousRun <= run;
				run <= 0;
			end else begin
				run <= run + 1;
				rice_golomb_code_valid <= 1'b0;
				exp_golomb_code_valid <= 1'b0;
			end
		end else begin
			rice_golomb_code_valid <= 1'b0;
			exp_golomb_code_valid <= 1'b0;
		end
	end
end
wire rice_output_valid;
wire exp_output_valid;
exp_golomb_code exp_golomb_code_inst(
	.reset_n(reset_n),
	.clk(clk),
	.input_valid(exp_golomb_code_valid),
	.val(run_n),
	.is_add_setbit(is_add_setbit),
	.k(k),
	.is_ac_level(0),
	.is_ac_minus_n(0),
	.output_valid(exp_output_valid),
	.sum_n(exp_golomb_sum),
	.codeword_length(exp_golomb_codeword_length) 
);
golomb_rice_code golomb_rice_code_inst(
	.reset_n(reset_n),
	.clk(clk),
	.input_valid(rice_golomb_code_valid),
	.k(k),
	.val(run_n),
	.is_ac_level(0),
	.is_minus_n(0),
	.output_valid(rice_output_valid),
	.sum_n(rice_sum),
	.codeword_length(rice_codeword_length)
);
reg output_valid;
always @(posedge clk, negedge reset_n) begin
	if (!reset_n) begin
		sum_n_n <= 0;
		codeword_length_n_n <= 0;
		output_valid <= 1'b0;
	end else begin
		if (rice_output_valid == 1'b1) begin
			sum_n_n <= rice_sum;
			codeword_length_n_n <= rice_codeword_length;
			output_valid <= 1'b1;
		end else if (exp_output_valid == 1'b1) begin
			sum_n_n <= exp_golomb_sum;
			output_valid <= 1'b1;
			codeword_length_n_n <= exp_golomb_codeword_length; 
		end else  begin
			sum_n_n <= 0;
			codeword_length_n_n <= 0;
			output_valid <= 1'b0;
		end
	end
end
always @(posedge clk, negedge reset_n) begin
	if (!reset_n) begin
		codeword_length_n_n_n <= 0;
		sum_n_n_n <= 0;
		output_valid_n <= 0;
	end else begin
		sum_n_n_n <= sum_n_n;
		codeword_length_n_n_n <= codeword_length_n_n; 
		output_valid_n <= output_valid;
	end
end
endmodule
`timescale 1ns / 1ps
module exp_golomb_code(
	input reset_n,
	input clk,
	input input_valid,
	input [31:0] val,
	input [1:0] is_add_setbit,
	input [2:0]k,
	input is_ac_level,
	input is_ac_minus_n,
	output wire output_valid,
	output reg [31:0] sum_n,
	output reg [31:0] codeword_length
);
reg [31:0] sum;
reg [31:0] q;
reg  [1:0] is_add_setbit_n;
reg [2:0] k_n;
reg is_ac_level_n;
reg valid_1clk;
always @(posedge clk, negedge reset_n) begin
	if (!reset_n) begin
		valid_1clk <= 1'b0;
	end else begin
		valid_1clk <= input_valid;
	end
end
always @(posedge clk, negedge reset_n) begin
	if (!reset_n) begin
		k_n <= 3'h0;
		is_add_setbit_n <= 2'h0;
		is_ac_level_n <= 1'b0;
	end else begin
		k_n <= k;
		is_add_setbit_n <= is_add_setbit;
		is_ac_level_n <= is_ac_level;
	end
end
always @(posedge clk, negedge reset_n) begin
	if (!reset_n) begin
		valid_1clk <= 1'b0;
	end else begin
		if (is_ac_level) begin
			if (is_ac_minus_n) begin
				sum <= (val + (1<<k))<<1|1; 
			end else begin
				sum <= (val + (1<<k))<<1|0;
			end
		end else begin
			sum <= (val + (1<<k));
		end
	end
end
always @(posedge clk, negedge reset_n) begin
	if(!reset_n) begin
		q <= 32'h0;
	end else begin
		casez(val + (1<<(k)))
			32'b1zzz_zzzz_zzzz_zzzz_zzzz_zzzz_zzzz_zzzz: q <= 32'h00_001f - {29'h0, k}; 
			32'b01zz_zzzz_zzzz_zzzz_zzzz_zzzz_zzzz_zzzz: q <= 32'h00_001e - {29'h0,k};
			32'b001z_zzzz_zzzz_zzzz_zzzz_zzzz_zzzz_zzzz: q <= 32'h00_001d - {29'h0,k};
			32'b0001_zzzz_zzzz_zzzz_zzzz_zzzz_zzzz_zzzz: q <= 32'h00_001c - {29'h0,k};
			32'b0000_1zzz_zzzz_zzzz_zzzz_zzzz_zzzz_zzzz: q <= 32'h00_001b - {29'h0,k};
			32'b0000_01zz_zzzz_zzzz_zzzz_zzzz_zzzz_zzzz: q <= 32'h00_001a - {29'h0,k};
			32'b0000_001z_zzzz_zzzz_zzzz_zzzz_zzzz_zzzz: q <= 32'h00_0019 - {29'h0,k};
			32'b0000_0001_zzzz_zzzz_zzzz_zzzz_zzzz_zzzz: q <= 32'h00_0018 - {29'h0,k};
			32'b0000_0000_1zzz_zzzz_zzzz_zzzz_zzzz_zzzz: q <= 32'h00_0017 - {29'h0,k};
			32'b0000_0000_01zz_zzzz_zzzz_zzzz_zzzz_zzzz: q <= 32'h00_0016 - {29'h0,k};
			32'b0000_0000_001z_zzzz_zzzz_zzzz_zzzz_zzzz: q <= 32'h00_0015 - {29'h0,k};
			32'b0000_0000_0001_zzzz_zzzz_zzzz_zzzz_zzzz: q <= 32'h00_0014 - {29'h0,k};
			32'b0000_0000_0000_1zzz_zzzz_zzzz_zzzz_zzzz: q <= 32'h00_0013 - {29'h0,k};
			32'b0000_0000_0000_01zz_zzzz_zzzz_zzzz_zzzz: q <= 32'h00_0012 - {29'h0,k};
			32'b0000_0000_0000_001z_zzzz_zzzz_zzzz_zzzz: q <= 32'h00_0011 - {29'h0,k};
			32'b0000_0000_0000_0001_zzzz_zzzz_zzzz_zzzz: q <= 32'h00_0010 - {29'h0,k};
			32'b0000_0000_0000_0000_1zzz_zzzz_zzzz_zzzz: q <= 32'h00_000f - {29'h0,k};
			32'b0000_0000_0000_0000_01zz_zzzz_zzzz_zzzz: q <= 32'h00_000e - {29'h0,k};
			32'b0000_0000_0000_0000_001z_zzzz_zzzz_zzzz: q <= 32'h00_000d - {29'h0,k};
			32'b0000_0000_0000_0000_0001_zzzz_zzzz_zzzz: q <= 32'h00_000c - {29'h0,k};
			32'b0000_0000_0000_0000_0000_1zzz_zzzz_zzzz: q <= 32'h00_000b - {29'h0,k};
			32'b0000_0000_0000_0000_0000_01zz_zzzz_zzzz: q <= 32'h00_000a - {29'h0,k};
			32'b0000_0000_0000_0000_0000_001z_zzzz_zzzz: q <= 32'h00_0009 - {29'h0,k};
			32'b0000_0000_0000_0000_0000_0001_zzzz_zzzz: q <= 32'h00_0008 - {29'h0,k};
			32'b0000_0000_0000_0000_0000_0000_1zzz_zzzz: q <= 32'h00_0007 - {29'h0,k};
			32'b0000_0000_0000_0000_0000_0000_01zz_zzzz: q <= 32'h00_0006 - {29'h0,k};
			32'b0000_0000_0000_0000_0000_0000_001z_zzzz: q <= 32'h00_0005 - {29'h0,k};
			32'b0000_0000_0000_0000_0000_0000_0001_zzzz: q <= 32'h00_0004 - {29'h0,k};
			32'b0000_0000_0000_0000_0000_0000_0000_1zzz: q <= 32'h00_0003 - {29'h0,k};
			32'b0000_0000_0000_0000_0000_0000_0000_01zz: q <= 32'h00_0002 - {29'h0,k};
			32'b0000_0000_0000_0000_0000_0000_0000_001z: q <= 32'h00_0001 - {29'h0,k};
			32'b0000_0000_0000_0000_0000_0000_0000_0001: q <= 32'h00_0000 - {29'h0,k};
			32'b0000_0000_0000_0000_0000_0000_0000_0000: q <= 32'h00_0000 - {29'h0,k};
		endcase
	end
end
reg valid_2clk;
always @(posedge clk, negedge reset_n) begin
	if (!reset_n) begin
		valid_2clk <= 1'b0;
	end else begin
		valid_2clk <= valid_1clk;
	end
end
always @(posedge clk, negedge reset_n) begin
	if (!reset_n) begin
		sum_n <= 32'h0;
	end else begin
		sum_n <= sum;
	end
end
always @(posedge clk, negedge reset_n) begin
	if (!reset_n) begin
	end else begin
		if (is_ac_level_n) begin
			codeword_length <= (2 * q) + {29'h0, k_n} + 2 + {30'h0, is_add_setbit_n}; 
		end else begin
			codeword_length <= (2 * q) + {29'h0,k_n} + 1 + {30'h0,is_add_setbit_n};
		end
	end
end
assign output_valid = valid_2clk;
endmodule
`timescale 1ns / 1ps
module golomb_rice_code(
	input reset_n,
	input clk,
	input input_valid,
	input [2:0] k,
	input [31:0] val,
	input is_ac_level,
	input is_minus_n,
	output wire output_valid,
	output reg [31:0] sum_n,
	output reg [31:0] codeword_length
 );
 reg is_minus_n_n;
 reg is_ac_level_n;
 reg [31:0] q;
 reg  [2:0] k_n;
 reg [31:0] sum;
always @(posedge clk, negedge reset_n) begin
	if (!reset_n) begin
		is_minus_n_n <= 1'b0;
		is_ac_level_n <= 1'b0;
	end else begin
		is_minus_n_n <= is_minus_n;
		is_ac_level_n <= is_ac_level;		
	end
end
reg valid_2clk;
always @(posedge clk, negedge reset_n) begin
	if (!reset_n) begin
		sum_n <= 32'h0;
		k_n <= 3'h0;
		valid_2clk <= 1'b0;
	end else begin
		if (k_n!= 0) begin
			sum_n <= sum;
		end
		k_n <= k;
		valid_2clk <= valid_1clk;
	end
end
assign output_valid = valid_2clk;
reg valid_1clk;
always @(posedge clk, negedge reset_n) begin
	if (!reset_n) begin
		sum <= 32'h0;
		valid_1clk <= 1'b0;
	end else begin
		q <= val >> k;
		if (k != 0) begin
			if (is_ac_level) begin
				if (is_minus_n) begin
					sum <= (((1<<k) | (val & ((1<<k) - 1))) << 1)|1;
				end else begin
					sum <= (((1<<k) | (val & ((1<<k) - 1))) << 1)|0;
				end
			end else begin
				sum <= (1<<k) | (val & ((1<<k) - 1));
			end
		end
		valid_1clk <= input_valid;
	end
end
always @(posedge clk, negedge reset_n) begin
	if (!reset_n) begin
		codeword_length <= 32'h0;
	end else begin
		if (k_n==0) begin
			if (is_ac_level_n) begin
				if (is_minus_n_n) begin
					sum_n <= 3;
				end else begin
					sum_n <= 2;
				end
				codeword_length <= q + 2;
			end else begin
				sum_n <= 1;
				codeword_length <= q + 1;
			end
		end else begin
			if (is_ac_level_n) begin
				codeword_length <= q + 2 + {29'h0, k_n};
			end else begin
				codeword_length <= q + 1 + {29'h0, k_n};
			end
		end
	end
end
endmodule
```
**flow/run.sh**
```bash
#!/bin/bash
# OpenROAD 26Q1-2900-gdf79404cd8, Yosys 0.63+post, stock flow scripts
make -C /OpenROAD-flow-scripts/flow DESIGN_CONFIG=/design/flow/config.mk WORK_HOME=/design/flow/orfs finish
```
**flow/config.mk**
```make
export PLATFORM = sky130hd
export DESIGN_NAME = entropy_encode_ac_run_coefficients
export DESIGN_NICKNAME = entropy_encode_ac_run_coefficients
export VERILOG_FILES = /design/flow/design.v
export SDC_FILE = /design/flow/constraint.sdc
export NUM_CORES = 4
export LEC_CHECK = 1
export CORE_UTILIZATION = 50
```
**flow/constraint.sdc**
```tcl
current_design entropy_encode_ac_run_coefficients

set clk_period 8.3
set clk_io_pct 0.2

create_clock -name clk0 -period $clk_period [get_ports {clk}]

set non_clock_inputs [all_inputs -no_clocks]
set_input_delay [expr $clk_period * $clk_io_pct] -clock clk0 $non_clock_inputs
set_output_delay [expr $clk_period * $clk_io_pct] -clock clk0 [all_outputs]
```
==> run notes <==
This memo summarizes the results of the implementation run.

Status
The flow ran to the end, and the final reports show no timing, DRC or antenna violations.

Setup path
The data required time at the worst endpoint is 8.56 ns. The worst setup path category is flop to flop. The worst register-to-register path has a setup slack of 4.63 ns. The biggest cell delay along the critical path is 0.60 ns. The maximum fanout count along the critical path is 11. The startpoint kind of the worst setup timing path is a flop. Data on the critical path arrives at its endpoint at 3.94 ns. Together, buffers and inverters on the worst path number 0. The endpoint class of the critical path is a flop. Per STA, the worst path is made up of or4_4 -> or4b_4 -> nor4_4 -> or3b_1 -> nand2b_1 -> and2_1 -> nor4b_1 -> xor2_1.

The family of cells with the greatest summed delay on the critical path is simple AND/OR/NAND/NOR gates. The standard cell with the maximum stage delay on the critical path is or4_4.

Detailed routing
The DRC violation total left in the routed layout is recorded as 0. The first-pass iteration count of the detailed router is 7. The initial detailed-routing violation count is 404.

The detail route stage leaves a number of antenna-violating nets equal to 0. Summed over all layers, the routed wires come to 20100 um. The per-cell routed wire length is 14.6 um. In the routed netlist, the antenna diode instances number 0. The vias after detailed routing is 7314. The via density per instance is 5.32.

Placement
The area of placed instances is 0.0120 mm2. Once detailed placement completed, the half-perimeter wirelength came to 14400 um. The final estimated routing congestion in global placement is 0.946. The port buffer count is 68.

Timing
The max-slew headroom at the worst pin is 50.8%. The final critical path takes up 44.2% of the cycle. The setup TNS is 0 ns. The final max-slew violation count recorded for this run is 0.

The final hold violation count recorded for this run is 0. The final setup skew is 0.0114 ns. In the final report, the number of endpoints failing setup comes to 0. Setup repair after global routing left no endpoint under its margin.

The slew at the pin closest to its max-slew limit is 0.736 ns. The final hold slack is 0.343 ns. The time the worst path needs with I/O delays and setup is 3.67 ns.

The fmax is 272 MHz.

Floorplan
The chip occupies 0.0233 mm2. In the floorplan report the effective utilization is 51.4%. Pin placement for this block handled 100 I/O pins. The floorplan step set the die width to 152 um.

The cell row count is 54. According to the floorplan report, the die height is 152 um. The area of the placeable core is 0.0220 mm2.

Synth
The share of async-settable or async-resettable flops after synthesis is 71.7%. Counting flops with a built-in enable in the synthesized netlist gives 66. Yosys stat counts 1041 cells in the synthesized netlist. The dominant register cell is dfrtp_1. The post-synthesis register bit count is 233. Yosys reports a chip area of 0.0113 mm2.

The synthesis warning total is 73. Summing the sequential cell areas from Yosys gives 54.4% of the chip area. The mean instance size in the synthesized netlist is 10.9 um2.

The post-synthesis instance total is 1041. The area of the mapped netlist is 0.0113 mm2. The count of unique library cells instantiated by Yosys is 68.

Power and ir drop
The power dissipated by switching net loads is 519 uW. The largest vdd supply drop is 0.000172 V. The relative contribution of combinational cells to total power is 5.0%. Sequential cells burn 49.8% of the power. Per report_power, the clock group accounts for 45.2% of the total. The leakage power summed over all cells is 0.00545 uW. The internal power is 2000 uW. The switching portion of total power comes to 20.6%. The cell area power density is 195 mW/mm2.

Clocking
The number of setup buffers added after CTS is 0. The clock network latency to the later pin of the worst-skew pair is 0.53 ns. The TritonCTS clock tree is done. The clock passes through at most 3 buffers. CTS added clock buffers totalling 25.

After clock tree synthesis, the flow added hold-fix buffers numbering 0. In this run the number of H-tree levels came out at 1. In this run, post-CTS repair resized a total of 0 instances.

The clock root buffer is clkbuf_16. The clock transition at the register clock pins on the worst setup and hold paths after CTS is 0.06 ns. The number of clock sinks came to 233.

Layout
Counting only logic cells after layout, the most numerous master is dfrtp_1. The layout stage reports a final design area of 0.0129 mm2. The post-synthesis to final-layout area growth is 14.0%.

The top cell types in the final layout, fill and taps aside, are 166 x dfrtp_1, 152 x nand2_1, 77 x nor2_1. Counting the fill cells in the layout gives 1805. The share of post-route cells with drive strength above 1 is 8.86%.

Global routing
The aggregate global routing overflow is 0. The first-pass GRT wire length is 34600 um. The global routing report lists combined usage of all routing layers as 19.2%. The via count of the first global-routing pass was 7056.

The largest net degree at the start of global routing is 57. The number of antenna violations at the first check in global routing came to 0.

Job
The total of max-cap violations is 0. The number of warnings reported in the stage logs is 28.

Min path
The class of the worst hold path is flop to flop.
[final timing paths]
path	startpoint	to	cells past startpoint
max	run[22]	run_n[15]	8
min	codeword_length_n_n[2]	codeword_length_n_n_n[2]	0
max reg2reg	run[22]	run_n[15]	8
min reg2reg	codeword_length_n_n[2]	codeword_length_n_n_n[2]	0
max in group asynchronous	reset_n	previousRun[19]	3
min in group asynchronous	reset_n	codeword_length_n_n_n[1]	1
[area by class of cell]
type                    instances  area [um2]  area share, %
flip-flops and latches        233        6160           47.7
multi-input cells             723        4700           36.4
clock buffers                  37         762           5.90
repair buffers                 78         759           5.88
well taps                     280         350           2.71
clock inverters                 9         118          0.911
inverters                      15        56.3          0.436
[cell families after synthesis]
group / synth area share, %
other cells: 0.0331
flops: 54.4
compound gates: 5.86
xor+xnor: 7.19
simple gates: 20.2
buf+inv: 5.09
mux: 6.00
fa+ha+maj: 1.17
[metal layers]
layer,vias up,share of wire (%),track usage (%)
li1,3675,-,-
met1,3430,43,28.2
met2,159,48,31.2
met3,50,4.5,3.16
met4,0,3.9,6.16
met5,-,0,0
[flip-flops by register name (all words and copies together), names as in the netlist, 2 cells and up]
name / flops
golomb_rice_code_inst.codeword_length: 32
codeword_length_n_n: 32
golomb_rice_code_inst.q: 32
k: 2
codeword_length_n_n_n: 32
previousRun: 32
run_n: 32
run: 32
exp_golomb_code_inst.k_n: 2
[through the flow]
| step | setup slack (ns) | cells | utilization [%] | power (uW) |
|---|---|---|---|---|
| final | 4.63 | 1375 | 58.6 | 2520 |
| after global routing | 4.26 | 1375 | 58.6 | 2630 |
| after CTS | 4.66 | 1375 | 58.6 | 2560 |
| after detailed placement | 4.47 | 1329 | 54.6 | 1400 |
| after global placement | 4.50 | 1329 | 54.6 | 1400 |
| after floorplan | 4.88 | 1071 | - | 1340 |
[power by group through the flow]
stage | registers (uW) | clock network, uW | logic (uW)
finish | 1250 | 1140 | 127
global route | 1260 | 1230 | 144
CTS | 1250 | 1170 | 130
[worst register-to-register path, delay by kind of cell (launching register included)]
family | cells | cell delay, ns
XOR/XNOR | 1 | 0.16
flip-flops | 1 | 0.48
AND/OR/NAND/NOR | 7 | 2.78
[Yosys cell counts (7+ instances only)]
master,instances,area share [%]
dfrtp_1,166,37
nand2_1,152,5.0
nor2_1,78,2.6
edfxtp_1,66,18
clkbuf_1,50,1.7
xnor2_1,50,3.9
xor2_1,43,3.3
and2_1,42,2.3
nand3_1,41,1.8
buf_4,33,2.2
nor4_1,30,1.7
mux4_2,27,5.4
nor3_1,26,1.1
o21ai_0,25,1.1
nand4_1,19,1.0
a21oi_1,18,0.80
and3_1,17,0.94
inv_1,15,0.50
a31oi_1,12,0.66
buf_2,10,0.44
ha_1,9,0.99
nor2b_1,7,0.39
Power is estimated from default activity; no workload was simulated.
